--- ./design.v ---
module virtual_input (number, control, button3, button2, button1, button0, switch17,
	switch16, switch15, switch14, switch13, switch12, switch11, switch10,
	switch9, switch8, switch7, switch6, switch5, switch4, switch3, switch2,
	switch1, switch0);
	input [4:0]number;
	input control;
	output reg button3, button2, button1, button0;
	output reg switch17, switch16, switch15, switch14, switch13, switch12, 
	switch11, switch10, switch9, switch8, switch7, switch6, switch5,
	switch4, switch3, switch2, switch1, switch0;
	always @(posedge control)
	begin
		button3  <= button3 ;
		button2  <= button2 ;
		button1  <= button1 ;
		button0  <= button0 ;
		switch17 <= switch17;
		switch16 <= switch16;
		switch15 <= switch15;
		switch14 <= switch14;
		switch13 <= switch13;
		switch12 <= switch12;
		switch11 <= switch11;
		switch10 <= switch10;
		switch9  <= switch9 ;
		switch8  <= switch8 ;
		switch7  <= switch7 ;
		switch6  <= switch6 ;
		switch5  <= switch5 ;
		switch4  <= switch4 ;
		switch3  <= switch3 ;
		switch2  <= switch2 ;
		switch1  <= switch1 ;
		switch0  <= switch0 ;
		case(number)
			5'b00000:	button3  <= ~button3 ;
			5'b00001: 	button2  <= ~button2 ;
			5'b00010: 	button1  <= ~button1 ;
			5'b00011:	button0  <= ~button0 ;
			5'b00100:	switch17 <= ~switch17;
			5'b00101:	switch16 <= ~switch16;
			5'b00110:	switch15 <= ~switch15;
			5'b00111:	switch14 <= ~switch14;
			5'b01000:	switch13 <= ~switch13;
			5'b01001:	switch12 <= ~switch12;
			5'b01010:	switch11 <= ~switch11;
			5'b01011:	switch10 <= ~switch10;
			5'b01100:	switch9  <= ~switch9 ;
			5'b01101:	switch8  <= ~switch8 ;
			5'b01110:	switch7  <= ~switch7 ;
			5'b01111:	switch6  <= ~switch6 ;
			5'b10000:	switch5  <= ~switch5 ;
			5'b10001:	switch4  <= ~switch4 ;
			5'b10010:	switch3  <= ~switch3 ;
			5'b10011:	switch2  <= ~switch2 ;
			5'b10100:	switch1  <= ~switch1 ;
			5'b10101:	switch0  <= ~switch0 ;
			default:
			begin
				button3 <= 1;
				button2 <= 1;
				button1 <= 1;
				button0 <= 1;
				switch17 <= 0;
				switch16 <= 0;
				switch15 <= 0;
				switch14 <= 0;
				switch13 <= 0;
				switch12 <= 0;
				switch11 <= 0;
				switch10 <= 0;
				switch9 <= 0;
				switch8 <= 0;
				switch7 <= 0;
				switch6 <= 0;
				switch5 <= 0;
				switch4 <= 0;
				switch3 <= 0;
				switch2 <= 0;
				switch1 <= 0;
				switch0 <= 0;
			end
		endcase
	end
endmodule
--- ./run.sh ---
#!/bin/bash
# OpenROAD 26Q1-2900-gdf79404cd8, Yosys 0.63+post, stock flow scripts
make -C /OpenROAD-flow-scripts/flow DESIGN_CONFIG=/design/flow/config.mk WORK_HOME=/design/flow/orfs finish
--- ./config.mk ---
export PLATFORM = sky130hd
export DESIGN_NAME = virtual_input
export DESIGN_NICKNAME = virtual_input
export VERILOG_FILES = /design/flow/design.v
export SDC_FILE = /design/flow/constraint.sdc
export NUM_CORES = 4
export LEC_CHECK = 1
export CORE_AREA = 10 10 104 104
export DIE_AREA = 0 0 114 114
--- ./constraint.sdc ---
current_design virtual_input

set clk_period 3.4
set clk_io_pct 0.2

create_clock -name clk0 -period $clk_period [get_ports {control}]

set non_clock_inputs [all_inputs -no_clocks]
set_input_delay [expr $clk_period * $clk_io_pct] -clock clk0 $non_clock_inputs
set_output_delay [expr $clk_period * $clk_io_pct] -clock clk0 [all_outputs]
==> qor.csv <==
stage;metric;value;unit
outcome;run_status;finished clean;
synth;yosys_cells;116;
synth;commonest_cells_post_synth;sky130_fd_sc_hd__edfxtp_1, sky130_fd_sc_hd__nand2_1, sky130_fd_sc_hd__nor3_1;
critical_path;critical_path.startpoint_type;input port;
floorplanning;floorplan.core_area;8680;um^2
synth;post-synth-top-count-cell;sky130_fd_sc_hd__edfxtp_1;
routing;viasPerCell;4.02;
cts;cts_inserted_buffers;3;
floorplanning;standard_cell_rows;34;
synth;register_share_after_synthesis;0.570;
synth;synth.yosys.chip_area;1160;um^2
layout;syn_to_final_growth;35.0;%
synth;yosys-top-cells-area;sky130_fd_sc_hd__edfxtp_1, sky130_fd_sc_hd__nor3_1, sky130_fd_sc_hd__o21ai_0;
placed_design;globalplace.congestion;0.857;
routing;antenna_cells_inserted;0;
synth;async_s_r_ff_share_synth;0;
pwr;netSwitchingFraction;0.246;
critical_path;critPathMaxFanout;16;
sta;timing.final.setup_violations;0;
placed_design;portBuffers;27;
layout;fillers;977;
sta;timing.final.hold_violations;0;
synth;synth.top_cell.area_share;0.570;
critical_path;worstReg2RegStart;switch16$_DFFE_PN_;
critical_path;worstPathRequired;3.37;ns
critical_path;path_cells;clkdlybuf4s50_1 -> inv_1 -> or3_1 -> o21ai_0;
sta;timing.clock.skew;0;ns
layout;final_design_area_no_fill;1570;um^2
floorplanning;chip_area;13000;um^2
sta;tightest_pin_transition;0.530;ns
placed_design;placed_cell_area;1520;um^2
global_routing;largest_net_degree_at_the_start_of_global_routing;21;
critical_path;setup.worst_path.start;number[3];
synth;synthDominantAreaCellType;sky130_fd_sc_hd__edfxtp_1;
layout;layoutNonFillerInstCount;246;
cts;insertion_delay;0.26;ns
critical_path;critical_path.slowest_cell;sky130_fd_sc_hd__clkdlybuf4s50_1;
cts;cts_setup_buffers;0;
routing;route.detailed.drc;0;
synth;syn_area_per_cell;10.0;um^2
global_routing;initial_antenna_violation_count;0;
cts;clock-root-buffer;sky130_fd_sc_hd__clkbuf_8;
pwr;power.switching;140;uW
sta;timing.final.crit_share;0.679;
floorplanning;die_x;114;um
pwr;static-leakage-power;0.485;nW
routing;drt_pass1_iterations;4;
pwr;internal-power;430;uW
cts;cts_tree;done;
routing;drt-wirelength-per-cell;13.4;um
cts;clkSlewWorstSetupHoldPaths;0.08;ns
critical_path;cp_data_arrival_time;2.28;ns
routing;dr.first_iter.drc_count;93;
placed_design;place_hpwl;2.55;mm
synth;ys_ff;22;
routing;route.final.wire_length;3.29;mm
sta;setup_tns_final;0;ns
floorplanning;core_util_floorplan;0.134;
hold_path;worst_hold_path_type;reg2reg;
sta;rsz0062_at_grt;false;
cts;clock_sinks;22;
hold_path;holdCritStartpoint;switch15$_DFFE_PN_;
global_routing;total_routing_usage_reported_by_global_routing;0.0500;
job;maxCapViolations;0;
critical_path;path_class;in2reg;
pwr;ir_drop_worst_vdd;123;uV
pwr;power.clock.fraction;0.296;
layout;post_route_cells_drive_above_1_share;0.0580;
routing;number_of_routed_nets_with_antenna_violations;0;
floorplanning;num_io_pins;28;
critical_path;timing.critical_path.slowest_cell_delay;0.80;ns
sta;holdWs;0.568;ns
cts;cts.path.max_buffers;2;
sta;finalMaxSlewViolations;0;
cts;hold_buffers;0;
synth;ff_type;sky130_fd_sc_hd__edfxtp_1;
floorplanning;chipHeight;114;um
synth;netlist_instances;116;
sta;timing.final.crit_period;2.31;ns
placed_design;place.detailed.instances;242;
synth;synthesis.area;1160;um^2
synth;yosys_warnings;1;
pwr;seq_power_share;0.557;
layout;finished_core_util;0.180;
critical_path;worstSetupEndpointType;flop;
sta;slew_headroom;0.645;
cts;ctsHtreeMaxLevel;1;
global_routing;grt_overflow_total;0;
sta;clock.fmax;0.433;GHz
synth;ys_types;29;
synth;edf_count;22;
cts;ctsResizeCount;0;
routing;vias;988;
global_routing;vias_in_the_first_global_route;907;
job;count_of_warning_messages_emitted_by_the_tools;25;
global_routing;wire_length_of_the_first_global_routing_pass;5.20;mm
pwr;comb_power_share;0.147;
pwr;power_density;364;nW/um^2
==> layout by cell type (no fill, tap or decap), drive strengths merged <==
cell,instances
clkdlybuf4s50,27
edfxtp,22
nand2,12
nor3,12
o21ai,10
nor2,7
a21oi,7
nor4,6
nand3,4
or3,3
nor2b,3
clkbuf,3
inv,3
or2b,2
or2,2
o41ai,2
nand4,2
a21boi,2
nand2b,1
nand4b,1
a21o,1
or4,1
and2,1
o21a,1
o31ai,1
clkinv,1
buf,1
==> critical path: cells and delay by family <==
family | cells | cell delay, ns
buf+inv | 2 | 1.07
simple gates | 1 | 0.35
compound gates | 1 | 0.18
==> stage by stage <==
step | power [mW] | setup WS, ns
detailed placement | 0.409 | 0.822
global route | 0.597 | 0.976
CTS | 0.572 | 1.10
global placement | 0.409 | 0.869
floorplan | 0.365 | 1.72
finish | 0.570 | 1.09
==> kinds of logic after synthesis <==
logic type | share of synthesized area
DFF | 0.570
and+or+nand+nor | 0.255
AOI/OAI and AO/OA | 0.121
buffers and inverters | 0.0550
==> layer usage <==
metal | wire (um) | vias up | track usage
li1 | - | 472 | -
met4 | 14 | 0 | 0.00668
met1 | 1490 | 468 | 0.0717
met2 | 1500 | 46 | 0.0744
met5 | 0 | - | 0
met3 | 278 | 2 | 0.0159
==> layout make-up <==
type / count / area (um^2) / share of cell area
flip-flops and latches: 22 / 661 / 0.422
well taps: 108 / 135 / 0.0863
repair buffers: 28 / 278 / 0.177
inverters: 3 / 11.3 / 0.00719
clock buffers: 3 / 41.3 / 0.0264
clock inverters: 1 / 3.75 / 0.00240
multi-input cells: 81 / 435 / 0.278
==> power by group through the flow <==
stage     logic [mW]  clock network (mW)  registers (mW)
5_1_grt       0.0932               0.184           0.319
4_1_cts       0.0850               0.169           0.318
6_report      0.0838               0.168           0.317
==> final timing paths <==
path,depth (start not counted),endpoint,slack [ns]
worst min register to register,1,switch15$_DFFE_PN_,0.57
worst max register to register,1,switch16$_DFFE_PN_,2.51
worst max-delay path,4,switch9$_DFFE_PN_,1.09
worst min-delay path,1,switch15$_DFFE_PN_,0.57
Power figures rest on the tool's default switching activity, not on a simulated workload.
